$ cat flow/design.v
`timescale 1ns / 1ps
module login(clk , rst, keypad, logout , pass_out, count_out, admin_out, lock_out , pass_rw, admin_rw, lock_rw, count_rw,
 addr, pass_in, count_in, admin_in, lock_in, movement , flag);
output movement , flag;
reg movement , flag;
input clk , rst , logout;
output pass_rw, admin_rw, lock_rw, count_rw;
output [12:1]addr;
output [16:1]pass_in;
output [4:1] count_in;
output admin_in, lock_in;
input [16:1]pass_out;
input [4:1] count_out;
input admin_out, lock_out;   
input [3:0] keypad;
parameter pad1 = 4'b0001 , pad2 = 4'b0010 
			,pad3 = 4'b0011 , pad4 = 4'b0100 
			,pad5 = 4'b0101 , pad6 = 4'b0110 
			,pad7 = 4'b0111 , pad8 = 4'b1000 
			,pad9 = 4'b1001 , pad0 = 4'b0000 
			,padS = 4'b1010 , padM = 4'b1011 , padK = 4'b1111;
parameter start = 6'b000000 , userS1 =6'b000001
				,user1 = 6'b000010 , user2 =6'b000011
				,user3 = 6'b000100, userS2=6'b000101
				,validUser = 6'b000110 
				,userPassM1 = 6'b000111 ,userPassS1 = 6'b001000  
				,userPass1 = 6'b001001 ,userPass2 = 6'b001010 , userPass3 = 6'b001011 , userPass4 = 6'b001100
				,userPassS2 = 6'b001101 , userPassM2 = 6'b001110  
				,adminPass1 = 6'b001111,  adminPass2 = 6'b010000 , adminPass3 = 6'b010001 , adminPass4 = 6'b010010  
				,adminPassS1 = 6'b010011 , adminPassM1 = 6'b010100
				,getUserS1 = 6'b010101 , getUser1 = 6'b010110 , getUser2 = 6'b010111 , getUser3 = 6'b011000  
				,validGetUser = 6'b111100  
				,delUserS1 = 6'b011001 , delUserM1 = 6'b011010  
				,addOrNew = 6'b011011  
				,newAdminS1 = 6'b011100 , delPrevAdmin1 = 6'b111001 , delPrevAdmin2 = 6'b111000  
				,addUserPass1 = 6'b011101 , addUserPass2 = 6'b011110 , addUserPass3 = 6'b011111 , addUserPass4 = 6'b100000  
				,addUserPassS1 = 6'b100001 , addUserPassM1 = 6'b100010  
				,warning = 6'b111111 , lock = 6'b111110 , counter = 6'b111100;
reg [5:0] state = start;
reg my_clk, my_rst , cs = 1, pass_rw =0, admin_rw =0, lock_rw =0, count_rw =0;
reg [12:1] addr = 12'b000000000001 , temp1, temp2 , temp3;
reg [16:1]pass_in , tempass2 , tempass1 , tempass3;
reg [4:1] count_in;
reg admin_in =0, lock_in =0;    
wire [16:1]pass_out;
wire[4:1] count_out;
wire admin_out, lock_out;  
	always @(posedge clk)
		if(rst==1) begin 
			state=start;
			movement = 1'b0;
		end
	else
		begin if(logout == 1'b1)
			begin
				movement = 1'b0; 
				flag = 1'b1;
			end
		case (state)
			warning:
				#5
				state = start;
			start: 
					begin
					pass_rw =0; admin_rw =0; lock_rw =0; count_rw =0;
					admin_in =0; lock_in =0; pass_in = 0; count_in = 0;
					if (keypad == padS)
						begin
						state = userS1;
						end
					else
						state = start;
					end
			userS1: if(keypad != padS && keypad != padM && keypad != padK)
						begin
						temp1[12:9] = keypad;
						state = user1;
						end
					else if (keypad == padK)
						state = userS1;
					else 
						state = warning;
			user1: if(keypad != padS && keypad != padM && keypad != padK)
						begin
						temp1[8:5] = keypad;
						state = user2;
						end
					else if (keypad == padK)
						state = user1;
					else
						state = warning;
			user2: if(keypad != padS && keypad != padM && keypad != padK)
						begin
						temp1[4:1] = keypad;
						addr = temp1;   
						state = user3;
						end
					else if (keypad == padK)
						state = user2;
					else
						state = warning;
			user3: if(keypad == padS)  
						begin
						if(lock_out == 0)
							state = validUser;
						else
							state = warning;
						end
					else if (keypad == padK)
						state =  user3;
					else
						state = warning;
			validUser: if(keypad == padM)  
						begin
						state = userPassM1;
						count_in = count_out;
						lock_in = 1'b0;
						count_rw = 1'b1;
						lock_rw = 1'b1;
						end
					else if(keypad == padS)
						state = warning;
					else if (keypad == padK)
						state = validUser;
					else 
						begin
						tempass2 [16:13] = keypad;
						state = adminPass1;
						end
			userPassM1: if(keypad == padS)
						begin
						state = userPassS1;
						end
						else if (keypad == padK)
						state = userPassM1;
					else
						state = warning;
			userPassS1: if(keypad != padS && keypad != padM && keypad != padK)
						begin
						tempass1 [16:13] = keypad;
						state = userPass1;
						end
						else if (keypad == padK)
						state = userPassM1;
					else
						state = warning;
			userPass1: if(keypad != padS && keypad != padM && keypad != padK)
						begin
						tempass1 [12:9] = keypad;
						state = userPass2;
						end
						else if (keypad == padK)
						state =  userPass1;
					else
						state = warning;
			userPass2: if(keypad != padS && keypad != padM && keypad != padK)
						begin
						tempass1 [8:5] = keypad;
						state = userPass3;
						end
						else if (keypad == padK)
						state = userPass2;
					else
						state = warning;
			userPass3: if(keypad != padS && keypad != padM && keypad != padK)
						begin
						tempass1 [4:1] = keypad;
						state = userPass4;
						end
					else if (keypad == padK)
						state = userPass3;
					else
						state = warning;
			userPass4: if(keypad == padS)  
						begin
						state = userPassS2;
						end
					else if (keypad == padK)
						state = userPass4;
					else
						state = warning;
			userPassS2: if(keypad == padM)  
						begin
							if(pass_out == tempass1)
								begin
									movement = 1'b1;
									flag = 1'b0;
									state = start;
								end 
							else
								begin
								if (count_in == 4'b0000)
									count_in = 4'b0001;
								else if (count_in == 4'b0001)
									count_in = 4'b0010;
								else if (count_in == 4'b0010)
									begin
									count_in = 4'b0000;
									lock_in = 1'b1;
									end
								state = warning;
								end
						end
					else if (keypad == padK)
						state = userPassS2;
					else
						state = warning;
			adminPass1: if(keypad != padS && keypad != padM && keypad != padK)
						begin
						tempass2 [12:9] = keypad;
						state = adminPass2;
						end
					else if (keypad == padK)
						state =  adminPass1;
					else
						state = warning;
			adminPass2: if(keypad != padS && keypad != padM && keypad != padK)
						begin
						tempass2 [8:5] = keypad;
						state = adminPass3;
						end
					else if (keypad == padK)
						state = adminPass2;
					else
						state = warning;
			adminPass3: if(keypad != padS && keypad != padM && keypad != padK)
						begin
						tempass2 [4:1] = keypad;
						state = adminPass4;
						end
					else if (keypad == padK)
						state = adminPass3;
					else
						state = warning;
			adminPass4: if(keypad == padS)  
						begin
						state = adminPassS1;
						end
					else if (keypad == padK)
						state = adminPass4;
					else
						state = warning;
			adminPassS1: if(admin_out == 1'b1 && tempass2 == pass_out && keypad == padM)  
						begin
						state = adminPassM1;
						end
					else if (keypad == padK)
						state = adminPassS1;
					else
						state = warning;	
			adminPassM1: if( keypad == padS)  
						begin
						state = getUserS1;
						end
					else if (keypad == padK)
						state = adminPassM1;
					else
						state = warning;	
			getUserS1: if(keypad != padS && keypad != padM && keypad != padK)
						begin
						temp2 [12:9] = keypad;
						state = getUser1;
						end
					else if (keypad == padK)
						state = getUserS1;
					else
						state = warning;
			getUser1: if(keypad != padS && keypad != padM && keypad != padK)
						begin
						temp2 [8:5] = keypad;
						state = getUser2;
						end
					else if (keypad == padK)
						state = getUser1;
					else
						state = warning;
			getUser2: if(keypad != padS && keypad != padM && keypad != padK)
						begin
						temp2 [4:1] = keypad;
						addr = temp2;
						state = validGetUser;
						end
					else if (keypad == padK)
						state = getUser2;
					else
						state = warning;
			getUser3: if(1)  
						begin
						state = validGetUser;
						end
					else if (keypad == padK)
						state = getUser3;
					else
						state = warning;
			validGetUser: if(keypad == padM)  
						begin
						admin_rw = 1'b1;
						state = addOrNew;
						end
					else if(keypad == padS)
						begin
						state = delUserS1;
						lock_rw = 1'b1;
						end
					else if (keypad == padK)
						state = validGetUser;
					else 
						state = warning;
			delUserS1: if(keypad == padM)  
						begin
						lock_in = 1'b1;
						state = start;
						end
					else if (keypad == padK)
						state = delUserS1;
					else
						state = warning;
			addOrNew: if(keypad == padM)  
						begin
						admin_in = 1'b1;
						state = delPrevAdmin1;
						end
					else if(keypad == padS)
						state = warning;
					else if (keypad == padK)
						state = addOrNew;
					else
						begin
						tempass3 [16:13] = keypad;
						state = addUserPass1;
						end
			delPrevAdmin1: begin admin_rw = 1'b0;
								addr = temp1;
								admin_in = 1'b0;
								state = delPrevAdmin2;
								end
			delPrevAdmin2: begin
								admin_rw = 1'b1;
								state = start;
								end
			addUserPass1: if(keypad != padS && keypad != padM && keypad != padK)
						begin
						tempass3 [12:9] = keypad;
						state = addUserPass2;
						end
					else if (keypad == padK)
						state = addUserPass1;
					else
						state = warning;
			addUserPass2: if(keypad != padS && keypad != padM && keypad != padK)
						begin
						tempass3 [8:5] = keypad;
						state = addUserPass3;
						end
					else if (keypad == padK)
						state = addUserPass2;
					else
						state = warning;
			addUserPass3: if(keypad != padS && keypad != padM && keypad != padK)
						begin
						tempass3 [4:1] = keypad;
						state = addUserPass4;
						end
					else if (keypad == padK)
						state = addUserPass3;
					else
						state = warning;
			addUserPass4: if(keypad == padS)  
						begin
						state = addUserPassS1;
						pass_rw = 1'b1;
						count_rw= 1'b1;
						lock_rw = 1'b1;
						end
					else if (keypad == padK)
						state = addUserPass4;
					else
						state = warning;
			addUserPassS1: if(keypad == padM)  
						begin
						pass_in = tempass3;
						lock_in = 1'b0;
						count_in = 4'b0000;
						state = start;
						end
					else if (keypad == padK)
						state = addUserPassS1;
					else
						state = warning;	
		endcase
		end
endmodule
$ cat flow/run.sh
#!/bin/bash
# OpenROAD 26Q1-2900-gdf79404cd8, Yosys 0.63+post, stock flow scripts
make -C /OpenROAD-flow-scripts/flow DESIGN_CONFIG=/design/flow/config.mk WORK_HOME=/design/flow/orfs finish
$ cat flow/config.mk
export PLATFORM = sky130hd
export DESIGN_NAME = login
export DESIGN_NICKNAME = login
export VERILOG_FILES = /design/flow/design.v
export SDC_FILE = /design/flow/constraint.sdc
export NUM_CORES = 4
export LEC_CHECK = 1
export CORE_UTILIZATION = 40
$ cat flow/constraint.sdc
current_design login

set clk_period 6.0
set clk_io_pct 0.2

create_clock -name clk0 -period $clk_period [get_ports {clk}]

set non_clock_inputs [all_inputs -no_clocks]
set_input_delay [expr $clk_period * $clk_io_pct] -clock clk0 $non_clock_inputs
set_output_delay [expr $clk_period * $clk_io_pct] -clock clk0 [all_outputs]
==> results.txt <==
Synthesis and PnR results.

- The flow ran to the end, and the final reports show no timing, DRC or antenna violations.
- The number of input and output port buffers inserted is between 60 and 70.
- The repair_antennas step left the layout with diodes totalling 0.
- The hold-fix buffer count after cts is 0.
- Looking at the clock tree report, the root buffer type is clkbuf_16.
- In the hold report, the worst path ends at movement$_SDFF_PP0_.
- The clock transition at the registers of the reported paths is approximately 50 ps.
- The horizontal die dimension reported for this design is 123 um.
- The count of flip-flops with a built-in enable after synthesis reads 107.
- The routed metal-1 wire length is 6770 um.
- The sort of element at the start of the critical path reads a primary input.
- The overall global routing resource usage reads between 20 and 25%.
- STA lists the startpoint of the worst register-to-register path as state[2]$_SDFFE_PP0P_.
- The filler cell count in the final layout reads 1205.
- The number of clock buffers inserted by TritonCTS is 17.
- The pin count of the biggest net entering global routing is around 40.
- The final tally of hold violations reads 0.
- The global placer's final weighted congestion is 0.942.
- The distinct cell type count after synthesis reads 72.
- After routing, the total negative slack on setup checks comes to 0 ps.
- The post-synthesis sequential area ratio is a little under three fifths.
- In the hold timing report, the worst path depth is 2.
- The via total after detailed routing is 4490.
- The routed design uses 1180 um of met3 wire.
- The core region is 14100 um2.
- The most frequent logic cell in the layout is edfxtp_1.
- The gate count of the mapped netlist reads just over 500.
- The capturing element type of the critical path reads a flip-flop.
- The script parses the final routing iteration and logs DRC violations as 0.
- The arrival time at the worst endpoint is 4020 ps.
- The skew report gives the latency at the later pin of the worst-skew pair as 410 ps.
- Per the detail_route log, met2 wirelength is 7240 um.
- Ranking logic cells in the layout by count gives the top entries 107 x edfxtp_1, 68 x clkdlybuf4s50_1, 45 x nor2_1, 32 x xnor2_1, 26 x nand2_1.
- The path type of the worst setup path is in -> reg.
- The classification of the worst-slack hold path reads reg -> reg.
- Max fanout on the critical path was recorded as 18.
- After legalization and detailed placement, the total HPWL measured around 11000 um.
- The clock H-tree reported by CTS has 4 levels.
- The timing-limited maximum frequency is 268 MHz.
- The final critical path time including I/O delays and setup is 3730 ps.
- The max-cap check violation count is 0.
- The total clock sinks reads about 110.
- The average size of a mapped cell reads 11.5 um2.
- The flow measured a signed area growth from synthesis to layout of 24.9%.
- The maximum buffer depth of the clock tree is 2.
- The yosys cell count reads 509.
- The relative slew slack is between 40% and 50%.
- The TritonCTS clock tree is built.
- The worst hold margin reads 482 ps.
- The total of endpoints with negative setup slack in the final report is 0.
- The routed design shows a via density per instance of 5.83.
- The post-synth register bit count is 114.
- The standby leakage power is 2.37 nW.
- The number of rows in the core area is 43.
- The via count of the first global-routing pass is about 4500.
- For this run, the number of Yosys warnings is 1.
- The floorplan utilization is 41.5%.
- In the finished design, the share of the clock period the worst path needs comes to 62.1%.
- The origin of the worst min-delay path reads movement$_SDFF_PP0_.
- The top routing layer in use reads met4.
- The synthesized netlist occupies a cell area of 5860 um2.
- VDD sags by at most 0.205 mV.
- The flip-flop cell with the highest count after synthesis reads edfxtp_1.
- The count of boundary I/O pins is 69.
- Post-CTS timing repair inserted 0 buffers for setup.
- The total die area reads between 15000 and 20000 um2.
- The reg-to-reg critical path endpoint reads count_in[2]$_DFFE_PP_.
- The required time reported for the critical path endpoint is approximately 6300 ps.
- The setup slack of the worst register-to-register path reads 3190 ps.
- The post-synth area from yosys stat is 5860 um2.
- The transition time of the tightest slew-check pin reads 810 ps.
- The per-cell routed wire length is 20.2 um.
- According to the report, the first pass of detailed routing completed in 5 iterations.
- The wire length of the first global-routing pass reads 24500 um.
- The power per cell area is 414 nW/um2.
- The overall overflow remaining after global route reads 0.
- In this run the remaining antenna-violating nets after routing total 0.
- The post-cts sizing count is 0.
- For this run, asynchronously set or reset flops after synthesis account for 0%.
- The depth of the most critical reg-to-reg path reads 7.
- The count of final max-slew check failures is 0.
- Summed over all layers, the routed wires come to 15600 um.
- In the final layout, the share of cells above drive strength 1 is roughly 11%.
- The number of antenna violations at the first check in global routing was 0.
- The vertical die dimension is 123 um.
- The detailed router finished its first iteration with just under 400 violations.
- The final worst clock skew is roughly 9 ps.
- Setup repair after global routing left no endpoint under its margin.
- Warnings raised by the tools during the run amount to 25.
==> worst max path at each step <==
stage,start,to,slack (ps)
final,keypad[2],state[2]$_SDFFE_PP0P_,2270
after global routing,keypad[2],state[2]$_SDFFE_PP0P_,2110
after CTS,keypad[2],state[2]$_SDFFE_PP0P_,2330
==> flip-flops by register name (all words and copies together), names as in the netlist <==
register  cells
temp1        12
pass_rw       1
admin_in      1
lock_rw       1
tempass3     16
lock_in       1
tempass1     16
movement      1
tempass2     16
count_rw      1
temp2         8
admin_rw      1
flag          1
addr         12
pass_in      16
count_in      4
state         6
==> stage by stage <==
stage	util, %	total power, mW	std cells	instance area [um2]	worst slack [ps]
final	51.9	3.03	770	7310	2270
after floorplan	-	1.71	509	5860	2920
after CTS	51.9	3.03	770	7310	2330
after global routing	51.9	3.19	770	7310	2110
after detailed placement	47.7	2.03	738	6720	1910
after global placement	47.7	2.04	738	6720	1970
==> power breakdown <==
| group | leakage, nW | switching, mW | internal, mW |
|---|---|---|---|
| Combinational | 1.05 | 0.605 | 0.390 |
| Sequential | 1.03 | 0.0647 | 0.975 |
| Clock | 0.286 | 0.348 | 0.648 |
==> cells by family after synthesis <==
kind of cell           synth area share [%]
AND-OR/OR-AND                          12.4
multiplexers                           2.84
XOR/XNOR                               5.09
AND/OR/NAND/NOR                        19.2
buffers and inverters                  3.23
flip-flops                             57.3
==> Yosys cell counts (all sizes together) (6+ instances only) <==
cell    count  area (um2)
nor4        9        68.8
edfxtp    107        3210
nor2b       6        37.5
buf        24         121
a21oi      23         115
clkbuf     12        45.0
inv         6        22.5
nand4      13        81.3
nand2b     14        87.6
xnor2      32         280
nand2      26        97.6
dfxtp       7         140
mux2       13         146
o21ai      13        65.1
nor2       45         169
and2       21         131
nand3      19        95.1
nor3       21         110
==> critical path, stage by stage <==
cell and delay [ps]:
clkdlybuf4s50_1 740, nand3b_1 540, nor2_1 710, a2bb2oi_1 230
nand4b_1 150, o41a_1 440
==> routing by layer <==
| metal | GRT usage, % | vias up |
|---|---|---|
| met4 | 5.50 | 0 |
| met1 | 35.0 | 2193 |
| met2 | 34.0 | 189 |
| met5 | 0 | - |
| met3 | 6.83 | 29 |
| li1 | - | 2079 |
==> final cells by class <==
type | instances | area [um2] | share of cell area [%]
repair buffers | 85 | 808 | 11.1
multi-input cells | 353 | 2310 | 31.6
well taps | 180 | 225 | 3.08
clock inverters | 15 | 166 | 2.28
clock buffers | 17 | 425 | 5.82
inverters | 6 | 22.5 | 0.308
flip-flops and latches | 114 | 3350 | 45.8
Power and IR drop assume default switching activity.
